`./design.v`:
```
`timescale 1ns/1ps
module spi_slave_param
(
    input  wire sclk,     
    input  wire cs_n,     
    input  wire mosi,     
    output reg  miso      
);
    localparam WAIT1    = 3'd0;
    localparam WAIT2    = 3'd1;
    localparam READ_TAG = 3'd2;
    localparam READ_DAT = 3'd3;
    localparam FEEDBACK = 3'd4;
    reg [2:0]  state;        
    reg [2:0]  bit_cnt;      
    reg [7:0]  shift_reg;    
    reg [7:0]  byte_rcv;     
    reg [7:0]  tag_byte;     
    reg [7:0]  data_byte;    
    reg [7:0]  regs [7:0];   
    reg [2:0]  fb_ptr;       
    always @(negedge sclk or posedge cs_n) begin
        if (cs_n) begin
            miso   <= 1'bz;
            fb_ptr <= 3'd0;
        end else if (state == FEEDBACK) begin
            miso <= regs[fb_ptr][7 - bit_cnt];
        end
    end
    always @(posedge sclk or posedge cs_n) begin
        if (cs_n) begin
            state    <= WAIT1;
            bit_cnt  <= 3'd0;
            shift_reg<= 8'd0;
            byte_rcv <= 8'd0;
            tag_byte <= 8'd0;
            data_byte<= 8'd0;
        end
        else begin
            shift_reg <= { shift_reg[6:0], mosi };
            if (bit_cnt == 3'd7) begin
                byte_rcv <= { shift_reg[6:0], mosi };
                case (state)
                    WAIT1: begin
                        if ({ shift_reg[6:0], mosi } == 8'h7E)
                            state <= WAIT2;
                        else
                            state <= WAIT1;
                    end
                    WAIT2: begin
                        if ({ shift_reg[6:0], mosi } == 8'h7E)
                            state <= READ_TAG;
                        else begin
                            if ({ shift_reg[6:0], mosi } == 8'h7E)
                                state <= WAIT2;
                            else
                                state <= WAIT1;
                        end
                    end
                    READ_TAG: begin
                        tag_byte <= { shift_reg[6:0], mosi };
                        state    <= READ_DAT;
                    end
                    READ_DAT: begin
                        data_byte <= { shift_reg[6:0], mosi };
                        if (tag_byte == 8'h88) begin
                            fb_ptr <= 3'd0;
                            state  <= FEEDBACK;
                        end else begin
                            if (tag_byte < 8'h08) begin
                                regs[tag_byte[2:0]] <= { shift_reg[6:0], mosi };
                            end
                            state <= WAIT1;   
                        end
                    end
                    FEEDBACK: begin
                        if (fb_ptr == 3'd7) begin
                            state <= WAIT1;    
                        end
                        fb_ptr <= fb_ptr + 1'b1;
                    end
                    default: state <= WAIT1;
                endcase
                bit_cnt <= 3'd0;   
            end
            else begin
                bit_cnt <= bit_cnt + 1'b1;
            end
        end
    end
endmodule
```
`./run.sh`:
```
#!/bin/bash
# OpenROAD 26Q1-2900-gdf79404cd8, Yosys 0.63+post, stock flow scripts
make -C /OpenROAD-flow-scripts/flow DESIGN_CONFIG=/design/flow/config.mk WORK_HOME=/design/flow/orfs finish
```
`./config.mk`:
```
export PLATFORM = sky130hd
export DESIGN_NAME = spi_slave_param
export DESIGN_NICKNAME = spi_slave_param
export VERILOG_FILES = /design/flow/design.v
export SDC_FILE = /design/flow/constraint.sdc
export NUM_CORES = 4
export LEC_CHECK = 1
export CORE_AREA = 10 10 107 107
export DIE_AREA = 0 0 117 117
```
`./constraint.sdc`:
```
current_design spi_slave_param

set clk_period 2.9
set clk_io_pct 0.2

create_clock -name clk0 -period $clk_period [get_ports {sclk}]

set non_clock_inputs [all_inputs -no_clocks]
set_input_delay [expr $clk_period * $clk_io_pct] -clock clk0 $non_clock_inputs
set_output_delay [expr $clk_period * $clk_io_pct] -clock clk0 [all_outputs]
```
==> results.json <==
{
  "required_ns": 2.32,
  "hold_path.class": "register to register",
  "common_cells": "dfrtp_1, mux2_2, edfxtp_1, nand2_1",
  "synth-edff-count": 8,
  "syn_area_sq_mm": 0.001211,
  "grt_pass1_wl_um": 3436,
  "pre_cts_slack_ns": 0.01046,
  "worst_pin_slew_ns": 0.3533,
  "setup_slack_ns": 0.08904,
  "antenna_found_initial": 0,
  "finClkSkew_ns": 0.009733,
  "setup_violations": 0,
  "crit_chain": "buf_2",
  "drt_iter0_drc": 11,
  "wl_per_cell_um": 9.163,
  "syn_inst": 79,
  "grt_overflow": 0,
  "path_buffers": 1,
  "crit_family": "flip-flops",
  "drc": 0,
  "synth_top_cell_by_area": "dfrtp_1",
  "hpwlAfterDp_um": 1365,
  "status": "finished, final reports clean",
  "cts_tree": "built",
  "peakVddDrop_v": 0.0001591,
  "ys_area_sq_mm": 0.001211,
  "ys_cells": 79,
  "drtPass1Iterations": 3,
  "cts_inserted_buffers": 5,
  "vias_per_cell": 3.223,
  "dpl-instance-area_sq_mm": 0.001384,
  "slowest_delay_ns": 0.40,
  "cts_setup_buffers": 0,
  "clk_pin_slew_ns": 0.06,
  "hold_viol": 0,
  "p_leak_nw": 0.5833,
  "grt_max_degree": 25,
  "port_buffers": 3,
  "cts_hold_buf": 0,
  "topCellsByArea": "dfrtp_1, edfxtp_1, mux2_2",
  "fp.dieH_um": 117,
  "clk_latency_ns": 0.29,
  "area_growth_pct": 22.73,
  "clock-sinks": 32,
  "die_w_um": 117,
  "crit_path_top_delay_cell": "dfrtn_1",
  "post-synth-top-count-cell": "dfrtp_1",
  "first_global_vias": 692,
  "chip_area_sq_mm": 0.01369,
  "crit_arrival_ns": 2.23,
  "synth_top_area_share_pct": 45.45,
  "synth.distinct_cells": 26,
  "yosysWarnings": 9,
  "p_total_uw": 908.6,
  "root_buffer": "clkbuf_8",
  "initial_utilization_pct": 13.17,
  "tns_ns": 0,
  "slew_headroom_pct": 76.43,
  "io_pins": 4,
  "fin_area_sq_mm": 0.001486,
  "via_count": 651,
  "layout-drive-gt1-share_pct": 25.27,
  "synth.avg_cell_area_sq_um": 15.33,
  "maxSlewViolCount": 0,
  "clockBufferDepth": 2,
  "endpoint_kind": "output port",
  "synthFlopType": "dfrtp_1",
  "track_usage_pct": 3.170,
  "warnings": 26,
  "drv_cap": 0,
  "numSynthFlops": 32,
  "powerDensity_mw_per_mm2": 611.3,
  "rsz0062_at_grt": "no",
  "async_flop_share_pct": 75.00,
  "path_class": "register to output port",
  "ant_nets": 0,
  "ys_seq_share_pct": 69.52,
  "fp-row-count": 35,
  "finalCoreUtilization_pct": 16.16,
  "rrSetupSlack_ns": 0.17,
  "crit_path_start_kind": "register",
  "cts.htree.levels": 2,
  "critPathMaxFanout": 2,
  "core_area_sq_mm": 0.009196,
  "gp_congestion": 0.7553,
  "drt_wl_total_um": 1851,
  "antenna_cells": 0
}
[final timing paths]
| check | from | end | cells past startpoint |
|---|---|---|---|
| worst max-delay path | miso$_DFFE_NP0P_ | miso | 1 |
| worst min-delay path | shift_reg[3]$_DFF_PP0_ | shift_reg[4]$_DFF_PP0_ | 0 |
| worst max register to register | bit_cnt[0]$_DFF_PP0_ | miso$_DFFE_NP0P_ | 3 |
| worst min register to register | shift_reg[3]$_DFF_PP0_ | shift_reg[4]$_DFF_PP0_ | 0 |
| max in group asynchronous | cs_n | miso$_DFFE_NP0P_ | 2 |
| min in group asynchronous | cs_n | shift_reg[3]$_DFF_PP0_ | 3 |
[final cells by class]
class,count,area (sq um)
Clock buffer,6,72.57
Sequential cell,32,842.1
Tap cell,111,138.9
Inverter,4,15.01
Multi-Input combinational cell,42,342.8
Fill cell,1014,7710
Timing Repair Buffer,5,40.04
Clock inverter,2,35.03
[power breakdown]
group | internal, mW | switching [mW] | total (mW)
Clock | 0.254 | 0.153 | 0.407
Combinational | 0.00910 | 0.0103 | 0.0194
Sequential | 0.474 | 0.00837 | 0.482
Total | 0.737 | 0.171 | 0.909
[kinds of logic (layout without fill, tap and decap cells)]
| group | count (synthesis) | after routing | share of synthesized area [%] |
|---|---|---|---|
| AND/OR/NAND/NOR | 20 | 20 | 9.504 |
| multiplexers | 12 | 12 | 11.88 |
| flip-flops | 32 | 32 | 69.52 |
| buffers and inverters | 5 | 17 | 2.169 |
| AND-OR/OR-AND | 7 | 7 | 3.822 |
| adder cells (fa/ha/maj) | 3 | 3 | 3.100 |
[per-layer routing]
layer | track usage [%] | share of wire, % | vias up
met1 | 4.141 | 46 | 327
met2 | 4.612 | 46 | 9
met3 | 1.651 | 6.3 | 5
li1 | - | - | 310
met4 | 0.6590 | 1.5 | 0
met5 | 0 | 0 | -
[placed cells by master, fill, tap and decap left out, drive strengths merged, types with 3 or more instances in the layout]
| master | netlist | final |
|---|---|---|
| nand2 | 6 | 6 |
| nor2 | 4 | 4 |
| ha | 3 | 3 |
| clkbuf | 0 | 6 |
| buf | 1 | 3 |
| edfxtp | 8 | 8 |
| o22ai | 3 | 3 |
| mux2 | 9 | 9 |
| inv | 4 | 4 |
| dfrtp | 22 | 22 |
[what timing repair did]
action	4_1_cts	5_1_grt
hold endpoints to repair	0	0
endpoints found under the setup margin	1	0
gates resized	3	0
[through the flow]
step                hold WS, ns  instances
global placement         0.4137        194
finish                   0.4256        202
detailed placement       0.4162        194
global route             0.4489        202
CTS                      0.4326        202
floorplan                0.3858         79
