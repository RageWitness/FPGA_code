==> design.v <==
module PWM_play#(parameter LOD = 4095 )(
        input pwm_clk,
        input [15:0] pwm_data,   
        output reg audio_out 
);
    wire [31:0] temp_data; 
    wire [11:0] mapped_data;
    wire [11:0] pwm_door; 
    assign temp_data = pwm_data * LOD;   
    assign mapped_data = (temp_data + 32768) >> 16;  
    assign pwm_door = LOD - mapped_data;    
    reg[11:0] pwm_counter = 1;
    always @(posedge pwm_clk) begin
       if (pwm_counter < LOD) begin
            if (pwm_counter >= pwm_door ) begin
                audio_out <=1;
            end else begin
                audio_out <=0;
            end
            pwm_counter <= pwm_counter + 1;
       end else begin
        pwm_counter <=1;
        audio_out<=0;
       end
    end
endmodule
==> run.sh <==
#!/bin/bash
# OpenROAD 26Q1-2900-gdf79404cd8, Yosys 0.63+post, stock flow scripts
make -C /OpenROAD-flow-scripts/flow DESIGN_CONFIG=/design/flow/config.mk WORK_HOME=/design/flow/orfs finish
==> config.mk <==
export PLATFORM = sky130hd
export DESIGN_NAME = PWM_play
export DESIGN_NICKNAME = PWM_play
export VERILOG_FILES = /design/flow/design.v
export SDC_FILE = /design/flow/constraint.sdc
export NUM_CORES = 4
export LEC_CHECK = 1
export CORE_UTILIZATION = 30
==> constraint.sdc <==
current_design PWM_play

set clk_period 11.7
set clk_io_pct 0.2

create_clock -name clk0 -period $clk_period [get_ports {pwm_clk}]

set non_clock_inputs [all_inputs -no_clocks]
set_input_delay [expr $clk_period * $clk_io_pct] -clock clk0 $non_clock_inputs
set_output_delay [expr $clk_period * $clk_io_pct] -clock clk0 [all_outputs]
==> results.json <==
{
  "dr.pass1.iters": 4,
  "fin_ws_ps": 3190,
  "post-route-util_pct": 34.2,
  "grt_max_degree": 9,
  "wl_per_cell_um": 11.2,
  "cp_common_cell": "fa_1",
  "area_growth_pct": 10.8,
  "cts_sinks": 13,
  "min_path_type": "flop to flop",
  "pin_count": 18,
  "portBuffers": 17,
  "cp_slowest_cell": "clkdlybuf4s50_1",
  "grt_use_total_pct": 11.4,
  "synth-edff-count": 0,
  "chip_area_mm2": 0.0163,
  "cp_max_fo": 4,
  "finClkSkew_ps": 3.40,
  "warning_count": 31,
  "cts_tree": "done",
  "numCtsBuffers": 3,
  "required_ps": 11810,
  "rsz0062_at_grt": "false",
  "antenna_found_initial": 0,
  "vias": 3089,
  "cts_hold_buf": 0,
  "slew_violations": 0,
  "core-area_mm2": 0.0153,
  "cts_resized": 0,
  "grt_pass1_vias": 3158,
  "critPathCaptureType": "flop",
  "worstSetupPathType": "input port to flop",
  "n_antenna_cell": 0,
  "gp_congestion": 0.859,
  "yosys_warnings": 1,
  "syn-instance-count": 485,
  "synth_area_per_cell_um2": 9.76,
  "period_used_pct": 72.7,
  "ys_cells": 485,
  "cp-start-kind": "input port",
  "clk_pin_slew_ps": 40,
  "drive_gt1_share_pct": 3.17,
  "clock_latency_ps": 240,
  "syn-cell-area_mm2": 0.00473,
  "run_status": "complete, no violations",
  "drv_cap": 0,
  "fp_util_pct": 30.9,
  "drt_iter0_markers": 78,
  "grt_pass1_wl_mm": 14.3,
  "ys_types": 39,
  "cts_buffer_depth": 2,
  "viasPerCell": 4.31,
  "finalSetupViolCount": 0,
  "ys_area_mm2": 0.00473,
  "postSynthSeqShare_pct": 5.50,
  "slew_headroom_pct": 69.2,
  "wl_mm": 8.05,
  "drc_errors": 0,
  "ff_type": "dfxtp_1",
  "crit_path_max_incr_delay_ps": 580,
  "fin_tns_setup_ps": 0,
  "ys_ff": 13,
  "max_slew.worst_pin.slew_ps": 459,
  "cts-htree-levels": 1,
  "synthArstFlopShare_pct": 0,
  "postRouteAntennaNets": 0,
  "rows": 45,
  "fin_crit_ps": 8510,
  "chipWidth_um": 128,
  "crit_arrival_ps": 8620,
  "max_freq_mhz": 118,
  "place_ws_ps": 2910,
  "fin_area_mm2": 0.00524,
  "nFillCells": 1564,
  "post_cts_buffers": 0,
  "hpwl_mm": 7.61,
  "cts_root_buf": "clkbuf_16",
  "grt-ovfl-total": 0,
  "fp.dieH_um": 128,
  "place_area_mm2": 0.00516,
  "hold_viol_final": 0
}
logic make-up (layout without fill, tap and decap cells):
kind of cell,after synthesis,in the layout,share of synthesized area (%)
and+or+nand+nor,62,62,6.93
AOI/OAI and AO/OA,50,50,7.40
buffers and inverters,156,176,12.4
adders and majority gates,183,183,63.9
xor gates and xnor gates,21,21,3.89
DFF,13,13,5.50
cells in the mapped netlist (all sizes together) (2+ instances only):
cell | number | area [um2]
inv | 155 | 582
fa | 98 | 1960
ha | 85 | 1060
a21oi | 15 | 82.6
nand2 | 14 | 52.6
nor2 | 14 | 52.6
dfxtp | 13 | 260
xor2 | 11 | 96.3
a21o | 10 | 76.3
xnor2 | 10 | 87.6
o21ai | 8 | 43.8
and3 | 7 | 43.8
nand3 | 7 | 35.0
nand4 | 6 | 43.8
a31oi | 5 | 46.3
o211ai | 4 | 30.0
nand2b | 3 | 18.8
or2 | 3 | 18.8
nor3 | 2 | 10.0
o21bai | 2 | 18.8
layer usage:
metal,track usage [%],share of wire [%]
met1,17.1,47
met2,17.5,46
met3,3.58,6.5
met4,0.484,0.53
met5,0,0
cell usage in the layout, fill, tap and decap left out, drive strengths merged, types with 7 or more instances in the layout:
master / n
inv: 155
fa: 98
ha: 85
clkdlybuf4s50: 17
a21oi: 15
nand2: 14
nor2: 14
dfxtp: 13
xor2: 11
xnor2: 10
a21o: 10
o21ai: 8
nand3: 7
and3: 7
registers in the layout (all words and copies together), names as in the netlist:
register,cells
audio_out,1
pwm_counter,12
final timing paths:
check	start	to	slack, ps	cells past startpoint
worst max-delay path	pwm_data[4]	audio_out	3190	25
worst min-delay path	pwm_counter[0]	pwm_counter[0]	450	1
worst max register to register	pwm_counter[0]	audio_out	9750	9
worst min register to register	pwm_counter[0]	pwm_counter[0]	450	1
stage by stage:
stage | hold slack (ps) | cells
3_3_place_gp | 429 | 712
4_1_cts | 455 | 716
6_report | 450 | 716
2_1_floorplan | 408 | 485
3_5_place_dp | 441 | 712
5_1_grt | 492 | 716
area by class of cell:
type,count,area [um2],area share (%)
Tap cell,211,264,5.04
Sequential cell,13,260,4.96
Inverter,155,582,11.1
Multi-Input combinational cell,316,3890,74.2
Clock buffer,4,78.8,1.50
Timing Repair Buffer,17,170,3.25
worst max-delay path: cells and delay by family:
family | cells | cell delay, ps
AOI/OAI and AO/OA | 9 | 1630
xor gates and xnor gates | 1 | 140
adders and majority gates | 7 | 3250
buffers and inverters | 5 | 930
and+or+nand+nor | 3 | 320
